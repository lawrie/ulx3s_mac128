### /design/flow/run.sh
#!/bin/bash
# OpenROAD 26Q1-2900-gdf79404cd8, Yosys 0.63+post, stock flow scripts
make -C /OpenROAD-flow-scripts/flow DESIGN_CONFIG=/design/flow/config.mk WORK_HOME=/design/flow/orfs finish
### /design/flow/config.mk
export PLATFORM = sky130hd
export DESIGN_NAME = audio_ram
export DESIGN_NICKNAME = audio_ram
export VERILOG_FILES = /design/flow/design.v
export SDC_FILE = /design/flow/constraint.sdc
export NUM_CORES = 4
export LEC_CHECK = 1
export CORE_UTILIZATION = 50
### /design/flow/constraint.sdc
current_design audio_ram

set clk_period 10.4
set clk_io_pct 0.2

create_clock -name clk0 -period $clk_period [get_ports {clk}]

set non_clock_inputs [all_inputs -no_clocks]
set_input_delay [expr $clk_period * $clk_io_pct] -clock clk0 $non_clock_inputs
set_output_delay [expr $clk_period * $clk_io_pct] -clock clk0 [all_outputs]
### /design/flow/design.v
module audio_ram (
  input             clk,
  input [8:0]       raddr,
  input [8:0]       waddr,
  input [7:0]       din,
  input             we,
  output reg [7:0]  dout,
);
  parameter c_sound_len = 370;
  reg [7:0] ram [0:c_sound_len - 1];
  always @(posedge clk) begin
    dout <= ram[raddr];
    if (we) ram[waddr] <= din;
  end
endmodule
==> changes_impl.md <==
### Physical design

- DR DRC count: 0
- Crit start category: input port
- Die Span X: 482 µm
- Cell count of the worst reg-to-reg path: 7
- Final Skew: between 0.07 and 0.08 ns
- Fin crit period: 5.98 ns
- Final worst-path cycle share: between 50% and 60%
- DR iter-0 viols: approximately 4,300
- Hold WC Path Type: register to register
- CTS Root Cell: clkbuf_16
- Area growth syn-to-layout: 12.7%
- Vias per inst: about 6.4
- DRT Wirelength: 329,000 µm
- RR Startpoint: ram[49][2]
- Worst skew pair latency: about 0.96 ns
- Row cnt: around 180
- Chip area: 233,000 µm²
- Setup bufs post-CTS: 0
- Yosys warns: 1
- Min-delay src: ram[368][0]
- Dominant register cell: edfxtp_1
- Static leakage: approximately 41 nW
- Yosys cell count: 5,433
- Final Wtd Congestion: around 0.94
- Antenna Nets Post-Route: 0
- Pre-Place Util: 50.5%
- CTS clk-pin slew, worst paths: roughly 0.06 ns
- Slew Limit Fails: 0
- Dpl hpwl: roughly 200,000 µm
- Core Region: about 230,000 µm²
- Log Warnings: 30
- CTS tree: yes
- Resized Gates After CTS: 0
- Highest Clock Rate: 167 MHz
- Post-synthesis cell type with the largest combined area: edfxtp_1
- Max-area cell share: between 70% and 80%
- Max VDD drop: around 0.20 mV
- Final number of setup-violating endpoints: 0
- # hold bufs at CTS: 0
- Initial antenna violation count: 11
- Final setup TNS: 0 ns
- Die H: 482 µm
- Netlist Area Pre-Place: between 100,000 and 150,000 µm²
- Least-Margin Pin Slew: 1.29 ns
- CP Capture Type: register
- Slew HR: between 10 and 15%
- Largest net degree at the start of global routing: about 120
- FF-to-FF End: dout[2]
- Synthesized area per cell: 21.2 µm²
- Flops after synth: approximately 3,000
- First-pass GRT wire length: ~470,000 µm
- Critical Path RT: about 11 ns
- RSZ-0062 raised after global routing: no
- Post-synth EDFFs: approximately 3,000
- WHS Path Cells: 4
- Layout fillers: 16,442
- DP Cell Count: between 8,000 and 9,000
- DR WL/cell: roughly 36 µm
- Final Non-Filler Cells: just over 9,000
- Max Cap Violations: 0
- Worst hold slack: a little over 0.8 ns
- Fraction of layout cells with a size suffix above 1: 26.0%
- Asr flop ratio synth: 0%
- Distinct lib cells: approximately 69
- First-pass DRT Iterations: 7
- Total global-route track usage: approximately a third
- Min-Delay Endpoint: dout[0]
- Reg2reg setup slack: 7.31 ns
- Number of global-route vias before repair: ~63,000
- Maximum clock path buffer count: 4
- Yosys stat chip area: 115,000 µm²
- Sink Count: 2,968
- CTS Buf Count: between 300 and 400
- Crit path DAT: 6.87 ns
- Cell Pwr Density: between 150 and 200 nW/µm²
- I/O pins: 36
- Final hold viol count: 0
- H-tree levels: 5
- Port bufs: 35
- Post-synth seq share: roughly 77%
- Mapped Cells: between 5,000 and 6,000
- Status: completed
- Crit path max fanout: 39
- Congestion Overflow GR: 0
- DR vias: just under 60,000
- Setup CP Type: input port to register
- Synth area leaders: edfxtp_1 77%, mux4_2 14%, mux2i_1 1.4%
## synth_stat cells (4+ instances only)
cell type / instances
a2111oi_0: 11
a211o_1: 5
a211oi_1: 23
a21oi_1: 58
a221oi_1: 10
a22o_1: 6
a22oi_1: 69
a311oi_1: 7
a31oi_1: 17
a32oi_1: 5
and2_0: 5
and2_1: 7
and3_1: 9
buf_1: 23
buf_2: 85
buf_4: 35
buf_6: 51
buf_8: 6
clkbuf_1: 130
clkinv_1: 4
dfxtp_1: 8
edfxtp_1: 2960
inv_1: 4
mux2_2: 46
mux2i_1: 163
mux4_2: 709
nand2_1: 194
nand2b_1: 13
nand3_1: 48
nand4_1: 12
nor2_1: 425
nor2b_1: 23
nor3_1: 42
nor3b_1: 5
nor4_1: 25
o2111ai_1: 8
o211ai_1: 5
o21ai_0: 30
o21ai_1: 8
o221ai_1: 20
o22ai_1: 71
o311ai_1: 4
or4_1: 4
## report_power, final
group          switching [mW]  total [mW]  internal [mW]
sequential             0.0167        13.2           13.2
combinational           0.890        1.31          0.416
clock                    4.45        10.6           6.17
total                    5.36        25.1           19.8
## logic make-up (layout without fill, tap and decap cells)
logic type / Yosys count / count (layout) / synth area share [%]
flops: 2968 / 2968 / 77.2
mux: 919 / 919 / 15.7
simple gates: 821 / 821 / 3.03
compound gates: 385 / 385 / 2.34
buf+inv: 340 / 932 / 1.73
other cells: 0 / 15 / 0
## critical path: stages
cell,delay [ns]
buf_6,0.43
buf_4,0.48
buf_4,0.60
and2_2,0.68
buf_4,0.57
a22oi_1,0.26
a21oi_1,0.30
nor4_1,0.12
buf_4,0.19
nor3_1,0.77
o32a_1,0.24
## flip-flops by register name (all words and copies together), names as in the netlist
register and count:
ram 2960, dout 8
## through the flow
step | util (%) | setup WS (ns) | instance area (µm²) | power [mW]
final | 56.9 | 4.42 | 130000 | 25.1
after global routing | 56.9 | 4.50 | 130000 | 25.8
after CTS | 56.9 | 4.62 | 130000 | 25.3
after detailed placement | 52.7 | 3.62 | 120000 | 14.7
after global placement | 52.7 | 3.56 | 120000 | 14.7
after floorplan | - | 6.18 | 115000 | 14.1
## cells in the final DEF (no fill, tap or decap), types with 13 or more instances in the layout
master	synthesis	routed
clkinv_2	0	47
nor2b_1	23	18
nand2_1	194	181
clkbuf_1	130	64
diode_2	0	15
nor3_1	42	42
o21ai_0	30	30
a31oi_1	17	17
mux2i_1	163	163
nor4_1	25	25
a21oi_1	58	58
mux2_2	46	46
clkinv_1	4	73
nand3_1	48	44
buf_4	35	338
nor2_1	425	421
bufinv_16	0	21
nand2_2	0	13
mux4_2	709	709
edfxtp_1	2960	2960
clkdlybuf4s50_1	0	18
clkbuf_16	0	321
a22oi_1	69	69
a211oi_1	23	23
o22ai_1	71	71
o221ai_1	20	20
## how the worst max path moves through the flow
| stage | start | cells past startpoint | to |
|---|---|---|---|
| 4_1_cts | raddr[0] | 10 | dout[2] |
| 5_1_grt | raddr[4] | 11 | dout[3] |
| 6_report | raddr[4] | 11 | dout[3] |
## metal layers
layer,track usage (%),wire [µm]
met1,43.7,103000
met2,44.3,149000
met3,26.0,61500
met4,10.6,14800
met5,1.67,658
## final cells by class
| class | count | area [µm²] | share of cell area, % |
|---|---|---|---|
| Antenna cell | 15 | 37.5 | 0.0289 |
| Clock buffer | 389 | 8330 | 6.40 |
| Clock inverter | 152 | 1250 | 0.961 |
| Inverter | 8 | 40.0 | 0.0308 |
| Multi-Input combinational cell | 2125 | 24400 | 18.8 |
| Sequential cell | 2968 | 89000 | 68.5 |
| Tap cell | 3009 | 3760 | 2.90 |
| Timing Repair Buffer | 383 | 3140 | 2.41 |
Power and IR drop assume default switching activity.
