--- /design/flow/run.sh ---
#!/bin/bash
# OpenROAD 26Q1-2900-gdf79404cd8, Yosys 0.63+post, stock flow scripts
make -C /OpenROAD-flow-scripts/flow DESIGN_CONFIG=/design/flow/config.mk WORK_HOME=/design/flow/orfs finish
--- /design/flow/config.mk ---
export PLATFORM = sky130hd
export DESIGN_NAME = ram
export DESIGN_NICKNAME = ram
export VERILOG_FILES = /design/flow/design.v
export SDC_FILE = /design/flow/constraint.sdc
export NUM_CORES = 4
export LEC_CHECK = 1
export CORE_UTILIZATION = 30
export SYNTH_MEMORY_MAX_BITS = 65536
--- /design/flow/constraint.sdc ---
current_design ram

set clk_period 102.3
set clk_io_pct 0.2

create_clock -name clk0 -period $clk_period [get_ports {clk}]

set non_clock_inputs [all_inputs -no_clocks]
set_input_delay [expr $clk_period * $clk_io_pct] -clock clk0 $non_clock_inputs
set_output_delay [expr $clk_period * $clk_io_pct] -clock clk0 [all_outputs]
--- /design/flow/design.v ---
module ram (
  input             clk,
  input             we,
  input [10:1]      addr,
  input [15:0]      din,
  input             ub,
  input             lb,
  output reg [15:0] dout,
);
  reg [7:0] ram_ub [0:1023];
  reg [7:0] ram_lb [0:1023];
  always @(posedge clk) begin
    if (we) begin
      if (ub) ram_ub[addr] <= din[15:8];
      if (lb) ram_lb[addr] <= din[7:0];
    end
    dout <= {ram_ub[addr], ram_lb[addr]};
  end
endmodule
==> results.json <==
{
  "finalSetupTns_ns": 0,
  "final_max_slew_viol_count": 26,
  "switching_share_pct": 20.92,
  "p_sw_uw": 2889,
  "worst_case_hold_slack_ns": 0.9530,
  "max-vdd-ir-drop_mv": 0.01476,
  "cap_violations": 1,
  "fp.dieH_mm": 1.452,
  "setup_viol": 0,
  "maxSlewHeadroom_pct": -1.414,
  "drt-total-wl_mm": 1796,
  "ys_warn_count": 1,
  "place.gp.congestion": 0.8957,
  "synthTopCellsByCount": "edfxtp_1 (16380), mux2i_1 (6406), nor2_1 (2927)",
  "post_synth_tally_of_flip_flops_with_integrated_enable": 16380,
  "worst_r2r_path_depth": 6,
  "cts.hold.buffers_added": 0,
  "min_path_type": "flip-flop to flip-flop",
  "fillCellCount": 191500,
  "holdCritStartpoint": "ram_lb[441][1]",
  "violations": "max-capacitance violations, max-slew violations",
  "yosys.stat.chipArea_um2": 630500,
  "combinationalPowerShare_pct": 4.3,
  "openroad.warnings": 91,
  "worst_r2r_startpoint": "ram_lb[643][4]",
  "clk-insertion-delay-late_ns": 1.36,
  "worstSetupStartpointType": "input pin",
  "register_share_of_total_power_pct": 53.6,
  "ys_seq_share_pct": 78.09,
  "detail_route.first_pass.iterations": 6,
  "postSynthCellCount": 34020,
  "ios": 46,
  "reg2reg_setup_slack_ns": 97.55,
  "mi_logic_area_um2": 129000,
  "avgViaCountPerCell": 5.072,
  "hold_viol": 0,
  "setup_repair_after_global_routing_missed_its_margin": "false",
  "clock_tree.root_cell": "clkbuf_16",
  "grt_usage_pct": 17.87,
  "via_count_of_the_first_global_routing_pass": 348700,
  "core.rowCount": 532,
  "worst_setup_path_endpoint": "dout[8]",
  "synth_top_flop_cell": "edfxtp_1",
  "synthDominantAreaCellType": "edfxtp_1",
  "grt_max_degree": 139,
  "tightestPinTransition_ns": 1.517,
  "drt-initial-drc-count": 21300,
  "cp-startpoint": "addr[2]",
  "htree_levels": 7,
  "timing.clock.skew_ns": 0.1107,
  "crit_arrival_ns": 29.94,
  "internal-power_uw": 10920,
  "chipArea_um2": 2107000,
  "antenna_found_initial": 149,
  "timing.critical_path.required_ns": 103.51,
  "synthesis.area_um2": 630500,
  "cell_total_in_the_yosys_stat_output": 34020,
  "cts_post_setup_buffers_inserted": 0,
  "detailed_place_hpwl_mm": 1126,
  "cts_made_buffers": 1673,
  "area_growth_syn_to_layout_pct": 14.15,
  "timing.rr.end": "dout[4]",
  "fmax_ghz": 0.03480,
  "finalWorstPathRequiredPeriod_ns": 28.74,
  "crit_path_max_fanout": 103,
  "register_area_um2": 492300,
  "die_width_mm": 1.452,
  "top_cells_by_area": "edfxtp_1 (78%), mux2i_1 (10%), mux4_2 (3.2%)",
  "run_status": "finished with violations",
  "post_synth_num_cell_types": 55,
  "final_worst_path_period_share_pct": 28.09,
  "per_cell_routed_wire_length_um": 27.95,
  "power.static_leakage_uw": 0.2326,
  "setup.worst_path.end_class": "flip-flop",
  "cts.sinks": 16400,
  "cts_max_path_buffers": 6,
  "post_route_cells_drive_above_1_share_pct": 12.59,
  "cts_tree": "yes",
  "floorplan.core_area_um2": 2097000,
  "grt-ovfl-total": 0,
  "drc_errors": 0,
  "drtAntennaViolNets": 0,
  "postSynth.asyncResetShare_pct": 0,
  "p_per_area_nw_per_um2": 19.19,
  "cts.reportedPaths.clkPinSlew_ns": 0.06,
  "grt_first_pass_wirelength_mm": 2528,
  "post_cts_resized": 0,
  "share_clk_of_total_power_pct": 42.1,
  "syn-mean-instance-area_um2": 18.53,
  "critPathKind": "input pin to flip-flop",
  "utilization_pct": 34.32,
  "fp-utilization_pct": 30.07,
  "post-synth-top-area-fraction_pct": 78.04,
  "synth_dominant_cell_count": "edfxtp_1",
  "ys_seq_elements": 16400,
  "placement.io_buffers": 45,
  "routed-via-count": 325800
}
[kinds of logic after synthesis]
logic type | after synthesis | share of synthesized area [%]
AND/OR/NAND/NOR | 4261 | 2.956
AND-OR/OR-AND | 3831 | 4.025
multiplexers | 7309 | 13.39
buffers and inverters | 2217 | 1.546
flip-flops | 16400 | 78.09
[routing by layer]
layer / share of wire [%] / up-vias / global-route usage, %
met5: 0.22 / - / 1.793
met4: 4.5 / 279 / 6.911
met2: 45 / 20280 / 25.78
met1: 30 / 161900 / 17.43
li1: - / 139900 / -
met3: 20 / 3457 / 16.77
[critical path, cell delays in order]
cell,delay (ns)
buf_16,0.34
buf_4,0.65
buf_4,0.58
buf_4,0.62
buf_4,0.64
buf_4,0.72
buf_4,0.71
buf_4,0.78
mux2i_1,0.28
o22ai_1,0.13
nor4_1,0.92
buf_4,0.24
o2111ai_1,0.12
nand4_1,0.53
nand4_1,0.94
buf_4,0.43
or3_1,0.34
[registers in the layout (all words and copies together) (netlist names)]
name and count:
dout 16, ram_lb 8192, ram_ub 8192
[placed cells by master, fill, tap and decap left out, types with 160 or more instances in the layout]
cell / instances
nor4_1: 761
buf_4: 1263
nor2_1: 2913
diode_2: 377
a22oi_1: 249
clkbuf_1: 338
edfxtp_1: 16380
clkinv_2: 287
a211oi_1: 239
o22ai_1: 2484
o22a_1: 196
o2111ai_1: 207
mux2i_1: 6405
nand2_1: 212
mux4_2: 897
clkinv_1: 370
a31oi_1: 160
clkbuf_16: 1690
[final cells by class]
| type | count | area share, % |
|---|---|---|
| Timing Repair Buffer | 1358 | 1.540 |
| Clock buffer | 2036 | 6.068 |
| Inverter | 1 | 0.0005216 |
| Sequential cell | 16400 | 68.41 |
| Antenna cell | 377 | 0.1311 |
| Clock inverter | 898 | 1.107 |
| Multi-Input combinational cell | 15400 | 17.92 |
| Tap cell | 27770 | 4.828 |
[metrics by stage]
stage | power [µW] | std cells | worst slack, ns | cell area (µm²)
floorplan | 7818 | 34020 | 79.32 | 630500
global route | 14170 | 64010 | 73.42 | 719100
detailed placement | 8140 | 60930 | 72.24 | 667100
finish | 13810 | 64240 | 73.56 | 719700
global placement | 8132 | 60930 | 72.24 | 667000
CTS | 13880 | 63860 | 73.67 | 718700
[worst min-delay path by stage]
stage	to	depth (start not counted)
CTS	dout[0]	5
global route	dout[0]	5
finish	dout[1]	5
[power by group through the flow]
stage	clock, µW	sequential (µW)	combinational (µW)
global route	6130	7400	631
finish	5810	7400	595
CTS	5880	7400	594
Power and IR drop assume default switching activity.
